<file path="./run.sh">
#!/bin/bash
# OpenROAD 26Q1-2900-gdf79404cd8, Yosys 0.63+post, stock flow scripts
make -C /OpenROAD-flow-scripts/flow DESIGN_CONFIG=/design/flow/config.mk WORK_HOME=/design/flow/orfs finish
</file>
<file path="./config.mk">
export PLATFORM = sky130hd
export DESIGN_NAME = tt_um_seven_segment_seconds
export DESIGN_NICKNAME = tt_um_seven_segment_seconds
export VERILOG_FILES = /design/flow/design.v
export SDC_FILE = /design/flow/constraint.sdc
export NUM_CORES = 4
export LEC_CHECK = 1
export CORE_UTILIZATION = 40
</file>
<file path="./constraint.sdc">
current_design tt_um_seven_segment_seconds

set clk_period 4.7
set clk_io_pct 0.2

create_clock -name clk0 -period $clk_period [get_ports {clk}]

set non_clock_inputs [all_inputs -no_clocks]
set_input_delay [expr $clk_period * $clk_io_pct] -clock clk0 $non_clock_inputs
set_output_delay [expr $clk_period * $clk_io_pct] -clock clk0 [all_outputs]
</file>
<file path="./design.v">
module seg7 (
    input wire [3:0] counter,
    output reg [6:0] segments
);
    always @(*) begin
        case(counter)
            0:  segments = 7'b0111111;
            1:  segments = 7'b0000110;
            2:  segments = 7'b1011011;
            3:  segments = 7'b1001111;
            4:  segments = 7'b1100110;
            5:  segments = 7'b1101101;
            6:  segments = 7'b1111100;
            7:  segments = 7'b0000111;
            8:  segments = 7'b1111111;
            9:  segments = 7'b1100111;
            default:    
                segments = 7'b0000000;
        endcase
    end
endmodule
`default_nettype none
module tt_um_seven_segment_seconds #( parameter MAX_COUNT = 24'd10_000_000 ) (
    input  wire [7:0] ui_in,     
    output wire [7:0] uo_out,    
    input  wire [7:0] uio_in,    
    output wire [7:0] uio_out,   
    output wire [7:0] uio_oe,    
    input  wire       ena,       
    input  wire       clk,       
    input  wire       rst_n      
);
    wire reset = ! rst_n;
    wire [6:0] led_out;
    assign uo_out[6:0] = led_out;
    assign uo_out[7] = 1'b0;
    assign uio_oe = 8'b11111111;
    assign uio_out = second_counter[7:0];
    reg [23:0] second_counter;
    reg [3:0] digit;
    wire [23:0] compare = ui_in == 0 ? MAX_COUNT: {6'b0, ui_in[7:0], 10'b0};
    always @(posedge clk) begin
        if (reset) begin
            second_counter <= 0;
            digit <= 0;
        end else begin
            if (second_counter == compare) begin
                second_counter <= 0;
                digit <= digit + 1'b1;
                if (digit == 9)
                    digit <= 0;
            end else
                second_counter <= second_counter + 1'b1;
        end
    end
    seg7 seg7(.counter(digit), .segments(led_out));
endmodule
</file>
==> CHANGELOG.md <==
### Implementation results

* Slowest CP cell: or4_1
* Number of enable flip-flop cells at 0
* Yosys Warn Count at 2
* YS chip area at 2280 sq um
* Placed cells at ~360
* CTS Sinks at 35
* Delay-heaviest family, CP: simple AND/OR/NAND/NOR gates
* Vias in the first global route at approximately 1.6k
* Top cells by area: dfxtp_1, nor2_1, buf_4, xnor2_1, xor2_1
* IO Count at ~43
* Area leader, netlist: dfxtp_1
* Pins Over Slew Limit at 0
* Seq/Total Area, Yosys at 30.7%
* Final hold slack at roughly 0.50 ns
* CP Launch Type: input pin
* Synthesized instance count at between 200 and 300
* Async SR Flop Fraction at 0%
* Final Hold Fails at 0
* Critical Path Fanout Max at 6
* Drt first pass iters at 4
* Num rows at 27
* Cells in synth_stat.txt at 280
* GPL Wtd Cong at ~0.87
* CTS root buffer: clkbuf_8
* Core ar. at between 5000 and 6000 sq um
* Worst VDD drop at 0.121 mV
* Max Clock Freq at 240 MHz
* CP Data Arrival Time at 4.31 ns
* HPWL Detailed at 3.22 mm
* Initial drt markers at 137
* Chip width at 77.6 um
* Global Route Usage Sum at 15.7%
* Clock Path Buffers at 2
* Routed WL at 4.40 mm
* DR WL/cell at 12.0 um
* Log Warnings at 39
* Hold_buf cts at 0
* DR DRC count at 0
* Total power at around 0.00062 W
* Crit. End Element: register
* Top cells by count: nor2_1, dfxtp_1, buf_4, nand2_1, xnor2_1
* Crit path kind: input pin to register
* Late-Pin Clk Latency at 0.29 ns
* Final core occ at a little under half
* Fillers at roughly 530
* Postcts setup bufs at 0
* Global-route wire length before repair at 7.58 mm
* Final setup fails at 0
* Synth flops at 35
* Resize count post-CTS at 0
* Number of H-tree levels at 2
* Die area at 6010 sq um
* Max-area cell share at 30.7%
* Via density per instance at 5.16
* Comb pwr share at 6.4%
* Vias at 1889
* Most frequent cell on the critical path: nand2_1
* Layout cell share with drive strength beyond 1 at 7.82%
* Synth cell types at approximately 50
* Status: finished clean
* Synthesized area at 2280 sq um
* Synth top cell by count: nor2_1
* Leakage at 0.970 nW
* Chip height at 77.6 um
* Worst Hold Class: register to register
* CTS tree: built
* Final period util at 88.6%
* Buffers on Ports at 24
* Skew final at 0.00934 ns
* Area grow syn2layout at 13.8%
* Setup TNS at 0 ns
* Initial antenna violation count at 0
* CP Buf/Inv Count at 1
* Pint at 0.000476 W
* WP data required at a little under 5 ns
* Net Sw Frac at 22.7%
* Worst-path cell chain: clkdlybuf4s50_1 -> nor4_1 -> nand2_1 -> mux2i_2 -> a2111oi_4 -> and3_1 -> mux2i_1 -> nand2b_1 -> ha_1 -> nand2_1 -> and4_1 -> or4_1
* Post-DRT Antenna Nets at 0
* Slew @ Worst Pin at between 0.7 and 0.8 ns
* CP max stage delay at 0.50 ns
* Psw at between 0.0001 and 0.00015 W
* Max Cap Viol at 0
* FP Util at between 40% and 50%
* Ys flop type: dfxtp_1
* Worst rel slew slack at slightly below 50%
* # diodes at 0
* Tmin final at 4.16 ns
* Final non-filler cell total at 366
* Clock slew at reported path FFs at 0.08 ns
* Power share of the clock group at 44.7%
* Flop pwr share at around half
* TritonCTS Buffers at 5
* Power per cell area at 237 nW/um^2
* Pin count of the biggest net entering global routing at 26
* GRT Residual Overflow at 0
* Synthesized area per cell at 8.16 sq um
* RSZ-0062 raised after global routing: no
## per-layer routing
layer	track usage, %	wire (um)	vias to the layer above
li1	-	-	973
met1	25.0	2270	857
met2	23.5	1840	53
met3	2.51	226	6
met4	1.70	57	0
met5	0	0	-
## power by group through the flow
stage	Clock [W]	Sequential, W	Combinational, W
5_1_grt	0.000298	0.000302	0.0000439
4_1_cts	0.000285	0.000301	0.0000395
6_report	0.000275	0.000301	0.0000392
## through the flow
stage	setup slack [ns]	instance area [sq um]
5_1_grt	0.274	2600
3_3_place_gp	0.294	2490
6_report	0.537	2600
2_1_floorplan	0.921	2310
4_1_cts	0.552	2600
3_5_place_dp	0.255	2490
## final cells by class
type                            count  area, sq um  area share [%]
Clock buffer                        5         68.8            2.65
Inverter                            8         30.0            1.16
Multi-Input combinational cell    214         1390            53.4
Tap cell                           72         90.1            3.47
Clock inverter                      3         43.8            1.69
Sequential cell                    35          701            27.0
Timing Repair Buffer               29          278            10.7
## kinds of logic after synthesis
family | after synthesis | synth area share (%)
buf+inv | 38 | 9.70
compound gates | 24 | 9.04
xor+xnor | 30 | 11.5
mux | 8 | 3.73
flops | 35 | 30.7
other cells | 2 | 0.329
fa+ha+maj | 7 | 3.84
simple gates | 136 | 31.2
## worst register-to-register path, stage by stage, from the launching register on
cell and delay, ns:
dfxtp_1 0.36, inv_1 0.09, ha_1 0.15, nor4b_1 0.23
nand4_1 0.22, a2111oi_4 0.40, and3_1 0.27, mux2i_1 0.26
nand2b_1 0.16, ha_1 0.19, nand2_1 0.05, and4_1 0.19
or4_1 0.50
## cells in the final DEF (no fill, tap or decap), types with 7 or more instances in the layout
| master | n |
|---|---|
| conb_1 | 9 |
| nand2_1 | 21 |
| nor2_1 | 46 |
| nand3_1 | 10 |
| dfxtp_1 | 35 |
| xor2_1 | 13 |
| clkdlybuf4s50_1 | 24 |
| ha_1 | 7 |
| nor3_1 | 7 |
| nand4_1 | 11 |
| inv_1 | 7 |
| xnor2_1 | 17 |
| and3_1 | 7 |
## worst paths after layout
kind	from	to	slack, ns	cells past startpoint
worst max-delay path	ui_in[0]	led_out[0]	0.54	12
worst min-delay path	second_counter[0]	second_counter[0]	0.50	1
worst max register to register	second_counter[0]	led_out[0]	1.48	12
worst min register to register	second_counter[0]	second_counter[0]	0.50	1
## flip-flops by register name, summed over array words and instances, names as in the netlist
name,flops
digit,4
led_out,7
second_counter,24
No activity file was given, so power comes from the tool's default toggle rates.
